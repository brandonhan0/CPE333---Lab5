File: run.sh
#!/bin/bash
# OpenROAD 26Q1-2900-gdf79404cd8, Yosys 0.63+post, stock flow scripts
make -C /OpenROAD-flow-scripts/flow DESIGN_CONFIG=/design/flow/config.mk WORK_HOME=/design/flow/orfs finish
File: config.mk
export PLATFORM = sky130hd
export DESIGN_NAME = CacheAs
export DESIGN_NICKNAME = CacheAs
export VERILOG_FILES = /design/flow/design.v
export SDC_FILE = /design/flow/constraint.sdc
export NUM_CORES = 4
export LEC_CHECK = 1
export CORE_UTILIZATION = 30
File: constraint.sdc
current_design CacheAs

set clk_period 122.8
set clk_io_pct 0.2

create_clock -name clk0 -period $clk_period [get_ports {clk}]

set non_clock_inputs [all_inputs -no_clocks]
set_input_delay [expr $clk_period * $clk_io_pct] -clock clk0 $non_clock_inputs
set_output_delay [expr $clk_period * $clk_io_pct] -clock clk0 [all_outputs]
File: design.v
`timescale 1ns / 1ps
module CacheAs(
    input clk,
    input rst,
    input [31:0] address,
    input [31:0] datain,
    input cache_write,
    input cache_read, 
    output logic [31:0] dataout, 
    input [1:0] MEM_SIZE, 
    input MEM_SIGN, 
    input update,
    output logic hit, 
    output logic miss, 
    output logic memory_read, 
    output logic memory_write, 
    output logic [31:0] mem_rd_addr,
    output logic [31:0] mem_wr_addr,
    input [31:0] w0, 
    input [31:0] w1, 
    input [31:0] w2, 
    input [31:0] w3, 
    output logic [31:0] ow0, 
    output logic [31:0] ow1, 
    output logic [31:0] ow2, 
    output logic [31:0] ow3,
    input [31:0] IO_IN,
    output  logic IO_WR 
);
    parameter BLOCK_SIZE = 4;    
    parameter NUM_BLOCKS = 16;   
    parameter NUM_WAYS = 4;      
    parameter NUM_SETS =(NUM_BLOCKS / NUM_WAYS);  
    logic [1:0] index ;  
    logic [1:0] word_offset ;  
    logic [1:0] byteoffset;  
    logic [25:0] tag ;   
    logic [25:0] tags [NUM_SETS-1:0][NUM_WAYS-1:0];   
    logic [25:0] tag_d1 ;
    logic [31:0] data [NUM_SETS-1:0][NUM_WAYS-1:0][BLOCK_SIZE-1:0];  
    logic valid [NUM_SETS-1:0][NUM_WAYS-1:0];   
    logic dirty [NUM_SETS-1:0][NUM_WAYS-1:0];   
    logic [3:0] lru_counter [NUM_SETS-1:0][NUM_WAYS-1:0];  
    logic [31:0] read_data;
    logic [1:0] curr_way,curr_way_d1;
    logic [3:0] hit_way,empty_way ;  
    logic find_hit_way,find_empty_way,find_lru_way;
    logic write,read;
    assign index[1:0] = address[5:4];   
    assign word_offset[1:0] = address[3:2];  
    assign byteoffset[1:0] = address[1:0];  
    assign  tag[25:0] = address[31:6];   
    logic [NUM_SETS-1:0] cache_hit_vec,is_set_full, evict_cache_vec;
    logic [NUM_WAYS-1:0] tag_match [NUM_SETS-1:0];
    logic dirtybit,evict_cache,cache_hit;
    always_comb begin
        cache_hit_vec = 4'h0;
        is_set_full = 4'h0;
        evict_cache_vec = 4'h0;
        for (int s = 0; s < NUM_SETS; s = s + 1) begin
            for (int w = 0; w < NUM_WAYS; w = w + 1) begin
                tag_match[s][w] = 1'b0; 
            end
        end
        for (int s = 0; s < NUM_SETS; s = s + 1) begin
            for (int w = 0; w < NUM_WAYS; w = w + 1) begin
                if (valid[s][w] && (tags[s][w] == tag)) begin
                    tag_match[s][w] = 1'b1;
                end
            end
        end 
           is_set_full[index] =  valid[index][0] & valid[index][1] & valid[index][2] & valid[index][3];
           cache_hit_vec[index] =  (tag_match[index][0] | tag_match[index][1] | tag_match[index][2] | tag_match[index][3]) ; 
           evict_cache_vec[index] = (~cache_hit_vec[index]) & is_set_full[index];
    end  
    assign  cache_hit = cache_hit_vec[index];
    assign  hit = cache_hit;
    assign  miss = ~cache_hit & (write | read);  
    assign evict_cache = (read | write ) & evict_cache_vec[index];
    assign  dirtybit =  dirty[index][curr_way];  
    logic [1:0 ]  oldest,oldestL,oldestH, lru_way;
    always_comb 
    begin
      oldest=2'h0;
      oldestL=2'h0;
      oldestH=2'h0;
      lru_way=2'h0;
           if (evict_cache) begin
                    if (lru_counter[index][1] > lru_counter[index][0])
                        oldestL = 1; 
                    else 
                        oldestL = 0; 
                    if (lru_counter[index][3] > lru_counter[index][2])
                        oldestH = 3; 
                    else 
                        oldestH = 2; 
                    if (lru_counter[index][oldestH] > lru_counter[index][oldestL])
                        oldest = oldestH; 
                    else 
                        oldest = oldestL; 
            end  
        lru_way= oldest;
     end 
   always_comb begin
    find_hit_way = 1'b0;  
    hit_way = 4'h0;  
        for (int w = 0; w < NUM_WAYS; w = w + 1) begin
            if ( tag_match[index][w] && (find_hit_way == 1'b0)) begin
                hit_way = {index[1:0],w[1:0]};  
                find_hit_way = 1'b1;  
            end  
        end  
    end  
   always_comb begin
    find_empty_way = 1'b0;  
    empty_way = 4'h0;  
        for (int w = 0; w < NUM_WAYS; w = w + 1) begin
            if ( (valid[index][w]==1'b0) && (find_empty_way == 1'b0)) begin
                empty_way = {index[1:0],w[1:0]};  
                find_empty_way = 1'b1;  
            end  
        end  
    end  
assign curr_way = (write | read) & cache_hit ? hit_way : 
                  (write | read) &  evict_cache ? lru_way :  empty_way;
   always_ff @(posedge clk)  begin
    if (rst) begin
        integer i, j;   
        for (i = 0; i < NUM_SETS; i = i + 1) begin
            for (j = 0; j < NUM_WAYS; j = j + 1) begin
                lru_counter[i][j] <= 4'h0;
            end  
        end  
    end  
    else if ( (read || write)) begin
            for (int way = 0; way < NUM_WAYS; way= way + 1) begin
             if ( evict_cache_vec[index] && (way==curr_way)) begin
                    lru_counter[index][way] <= 4'h0;  
              end  
              else if ((lru_counter[index][way] <15)) begin
                    lru_counter[index][way] <= lru_counter[index][way] + 1;
              end  
            end  
     end  
  end  
logic [31:0] wr_data,wr_data_d1;
logic [1:0] index_d1,word_offset_d1;
assign memory_write = (write | read ) &  evict_cache & dirtybit & (~cache_hit) ;
assign memory_read = ~cache_hit & (read | write );  
assign mem_wr_addr = {tags[index][curr_way], index, 4'b0000} ;
assign mem_rd_addr = {tag,index,4'h0};
assign {ow0, ow1, ow2, ow3} = {data[index][curr_way][+0], data[index][curr_way][1], data[index][curr_way][2], data[index][curr_way][3]};
logic [1:0] saved_mem_size, saved_byteoffset;
logic [31:0] saved_address;
logic saved_mem_sign,read_d1,write_d1;
    always_ff @(posedge clk) begin
      if (rst)
      begin
        read_d1 <= 1'b0;
        write_d1 <= 1'b0;
        curr_way_d1 <= 2'h0;
        index_d1 <= 2'h0;
        word_offset_d1 <= 2'h0;
        wr_data_d1 <= 32'h0;
        tag_d1 <=25'h0;
        saved_mem_size <= 2'h0;
        saved_mem_sign <= 1'b0;
        saved_byteoffset <=2'h0;
        saved_address <=32'h0;
      end
      else begin
        read_d1 <= read;
        write_d1 <= write;
        curr_way_d1 <= curr_way;
        index_d1 <= index;
        word_offset_d1 <= word_offset;
        wr_data_d1 <= wr_data;
        tag_d1 <=tag;
        saved_mem_size <= MEM_SIZE;
        saved_mem_sign <= MEM_SIGN;
        saved_byteoffset <=byteoffset;
        saved_address <=address;
     end
   end  
  always_ff @(posedge clk) begin
    if (rst) begin
        integer i, j;   
        for (i = 0; i < NUM_SETS; i = i + 1) begin
            for (j = 0; j < NUM_WAYS; j = j + 1) begin
                valid[i][j] <= 1'b0;
                dirty[i][j] <= 1'b0;
                tags[i][j] <= 26'h0;
            end  
        end  
    end  
  end  
  always_ff @(posedge clk) begin
          if (memory_write ) begin   
               dirty[index][curr_way] <= 1'b0 ;
          end
         if (write  & cache_hit) begin
               valid[index][curr_way] <= 1;
               dirty[index][curr_way] <= 1; 
          end  
          if (update ) begin
               tags[index_d1][curr_way_d1] <= tag_d1;
               valid[index_d1][curr_way_d1] <= 1;
               dirty[index_d1][curr_way_d1] <= write_d1;  
           end  
    end  
    always_ff @(posedge clk) begin
         if (write & cache_hit) begin
               case (word_offset[1:0] )
                 2'h0 : data[index][curr_way][0] <= wr_data;  
                 2'h1 : data[index][curr_way][1] <= wr_data;
                 2'h2 : data[index][curr_way][2] <= wr_data;
                 2'h3 : data[index][curr_way][3] <= wr_data;
               endcase
          end  
          if (update  & write_d1  ) begin
               case (word_offset_d1[1:0] )
                 2'h0 : {data[index_d1][curr_way_d1][0], data[index_d1][curr_way_d1][1], data[index_d1][curr_way_d1][2], data[index_d1][curr_way_d1][3]} <= {wr_data_d1, w1, w2, w3};  
                 2'h1 : {data[index_d1][curr_way_d1][0], data[index_d1][curr_way_d1][1], data[index_d1][curr_way_d1][2], data[index_d1][curr_way_d1][3]} <= {w0, wr_data_d1, w2, w3};  
                 2'h2 : {data[index_d1][curr_way_d1][0], data[index_d1][curr_way_d1][1], data[index_d1][curr_way_d1][2], data[index_d1][curr_way_d1][3]} <= {w0, w1, wr_data_d1, w3};  
                 2'h3 : {data[index_d1][curr_way_d1][0], data[index_d1][curr_way_d1][1], data[index_d1][curr_way_d1][2], data[index_d1][curr_way_d1][3]} <= {w0, w1, w2, wr_data_d1};  
                 default: {data[index_d1][curr_way_d1][0], data[index_d1][curr_way_d1][1], data[index_d1][curr_way_d1][2], data[index_d1][curr_way_d1][3]} <= {w0, w1, w2, w3};  
               endcase 
             end  
          if (update  & read_d1  ) begin
                  {data[index_d1][curr_way_d1][0], data[index_d1][curr_way_d1][1], data[index_d1][curr_way_d1][2], data[index_d1][curr_way_d1][3]} <= {w0, w1, w2, w3};  
          end  
    end  
 always_ff @(posedge clk) begin
    if (rst) begin
       read_data <= 32'h0;
    end
    else if (cache_hit && read) begin
               read_data <= data[index][curr_way][word_offset];  
         end
    else if (update  && read_d1) begin
               case (word_offset_d1[1:0] )
                 2'h0 : read_data <= w0; 
                 2'h1 : read_data <= w1;
                 2'h2 : read_data <= w2;
                 2'h3 : read_data <= w3;
               endcase
         end
  end  
 always_comb  begin
      wr_data=datain;
      if (write == 1) begin      
        case({MEM_SIZE,byteoffset})
          4'b0000: wr_data[7:0] =  datain[7:0]; 
          4'b0001: wr_data[15:8] = datain[7:0];
          4'b0010: wr_data[23:16] = datain[7:0];
          4'b0011: wr_data[31:24] = datain[7:0];
          4'b0100: wr_data[15:0] =  datain[15:0]; 
          4'b0101: wr_data[23:8] =  datain[15:0]; 
          4'b0110: wr_data[31:16] =  datain[15:0]; 
          4'b1000: wr_data[31:0] =  datain[31:0]; 
          default : wr_data= datain;
      endcase
    end  
 end  
    logic [31:0] rd_data;
    always_comb begin
     rd_data =32'h0;
      case({saved_mem_sign,saved_mem_size,saved_byteoffset})
        5'b00011: rd_data = {{24{read_data[31]}},read_data[31:24]};   
        5'b00010: rd_data = {{24{read_data[23]}},read_data[23:16]};
        5'b00001: rd_data = {{24{read_data[15]}},read_data[15:8]};
        5'b00000: rd_data = {{24{read_data[7]}},read_data[7:0]};
        5'b00110: rd_data = {{16{read_data[31]}},read_data[31:16]};   
        5'b00101: rd_data = {{16{read_data[23]}},read_data[23:8]};
        5'b00100: rd_data = {{16{read_data[15]}},read_data[15:0]};
        5'b01000: rd_data = read_data;                    
        5'b10011: rd_data = {24'd0,read_data[31:24]};     
        5'b10010: rd_data = {24'd0,read_data[23:16]};
        5'b10001: rd_data = {24'd0,read_data[15:8]};
        5'b10000: rd_data = {24'd0,read_data[7:0]};
        5'b10110: rd_data = {16'd0,read_data[31:16]};     
        5'b10101: rd_data = {16'd0,read_data[23:8]};
        5'b10100: rd_data = {16'd0,read_data[15:0]};
        default:  rd_data = 32'b0;      
      endcase
    end  
assign read = cache_read;
logic [31:0] ioIn_buffer;
   always_ff @(posedge clk)
   begin
        if (rst) 
            ioIn_buffer <= 32'h0;
         else if (cache_read)
            ioIn_buffer<=IO_IN;       
   end
    always_comb
    begin
        IO_WR=0;
        if(saved_address >= 32'h11000000)
        begin
            write=0;
            dataout = ioIn_buffer;
            if(cache_write) IO_WR = 1;
        end
        else begin
            write=cache_write;
            dataout = rd_data;
        end   
    end
 endmodule
==> CHANGELOG.md <==
### Physical design

* Dominant flop cell: edfxtp_1
* Psw at about 0.59 mW
* Routed Antenna Nets at 0
* Grt total ovfl at 0
* Port Buffers at 452
* Synth unique cells at 69
* Fraction of layout cells with a size suffix above 1 at between 15 and 20%
* Drt drc at 0
* Yosys stat area at approximately 150000 um2
* Die height at 704 um
* Number of global-route vias before repair at 114000
* Slew HR at 12.7%
* Worst Hold Class: flip-flop to flip-flop
* Crit Path Category: input port to output pin
* CP startpoint kind: input port
* Unrepaired setup endpoints after global routing: false
* Critical path required time at roughly 98 ns
* Fin. Hold Viols at 0
* Yosys cell count at 12400
* Sw frac at approximately a quarter
* Fin area at 171000 um2
* CTS Buffer Depth at 4
* Fillers at 47200
* Final wirelength at 671000 um
* Largest net degree at the start of global routing at 148
* Routability Congestion at 1.02
* # resized after CTS at 0
* Path depth of the worst reg2reg path at 28
* Most frequent logic cell in the layout: a21oi_1
* Status: completed
* H-Tree Depth at 5
* Via count at ~110k
* Area Overhead vs Synth at 15.8%
* Seq/Total Area, Yosys at between 50% and 60%
* Critical Path AT at 34.60 ns
* Setup violators final at 0
* First-pass GRT wire length at 913000 um
* Post-synthesis cell count at 12400
* Max-cap violation count at 0
* Core Region at 490000 um2
* Pre-antenna DRT Iters at 9
* Clk sink count at between 2000 and 3000
* Initial DRC Count at 9644
* Hold Crit Depth at 2
* Pint at roughly 1.6 mW
* Worst-path clk slew at 0.06 ns
* Worst-path fanout max at 40
* PD cells at 13.0 nW/um2
* FMAX at 0.0169 GHz
* Fp_density at a little under a third
* Hold buffer count at cts at 0
* Die Wd at 704 um
* Final HPWL DP at 432000 um
* Pleak at roughly 57 nW
* Skew final at 0.0894 ns
* Initial antenna violation count at 68
* CTS tree: built
* Pins over their slew limit at 0
* Fin Setup TNS at 0 ns
* Clock share of power at about 43%
* Avg Inst Size Synth at 11.9 um2
* Reg power frac at 45.1%
* FFs w/ async S/R, synth at 0%
* Max IR drop VDD at ~11 uV
* Placed inst area at 161000 um2
* Final Critical Period at 59.16 ns
* Setup crit end kind: output pin
* Post-layout period usage of the worst path at 48.2%
* Tool Warnings at 46
* Placement Rows at approximately 260
* Synth warn at 2
* Cell Area, Synth at between 100000 and 150000 um2
* Worst Max-Slew Pin Slew at between 1 and 1.5 ns
* Root buffer cell: clkbuf_16
* Via density at 5.85
* Post-CTS Setup Bufs at 0
* Die area at between 400000 and 500000 um2
* Wire per inst at 34.7 um
* Insertion Delay late pin at around 1.0 ns
* Number of enable flip-flop cells at 2112
* Synthesized flop and latch total at roughly 2700
* Combinational power share at about 12%
* Total Routing Usage GR at 27.9%
* Clock buffer count from CTS at approximately 300
* # IOs at 461
* Most frequent cells in the layout: 2574 x a21oi_1, 2112 x edfxtp_1, 1696 x mux2i_1
[final timing paths]
path | start | end | slack, ns
worst max register to register | lru_counter[1][1]$_SDFFCE_PN0P_ | read_data[9]$_SDFFE_PP0P_ | 113.76
worst min register to register | tags[12][17]$_SDFFE_PP0P_ | tags[12][17]$_SDFFE_PP0P_ | 0.48
worst min-delay path | tags[12][17]$_SDFFE_PP0P_ | tags[12][17]$_SDFFE_PP0P_ | 0.48
worst max-delay path | address[4] | ow1[12] | 63.64
[synth_stat cells, types with 114 or more instances]
master    instances  area (um2)
edfxtp_1       2112       63400
buf_2           148         741
xnor2_1         114         998
buf_4           128         961
nor2_1          710        2670
xor2_1          311        2720
nand2_1        1345        5050
dfxtp_1         583       11700
clkbuf_1        878        3300
a21oi_1        2574       12900
mux4_2          889       20000
mux2i_1        1708       17100
[registers in the layout, summed over array words and instances, names as in the netlist]
signal          flops
read_d1             1
saved_address      32
wr_data_d1         32
valid              16
saved_mem_size      2
ioIn_buffer        32
read_data          32
lru_counter        64
saved_mem_sign      1
tags              416
curr_way_d1         2
write_d1            1
data             2048
dirty              16
[layer usage]
layer | global-route usage [%] | share of wire (%)
met2 | 37.5 | 42
met5 | 7.04 | 0.67
met1 | 28.6 | 30
met4 | 15.2 | 6.8
met3 | 24.8 | 21
[kinds of logic (layout without fill, tap and decap cells)]
kind of cell	count (synthesis)	in the layout	share of synthesized area, %
AND-OR/OR-AND	2968	2968	10.6
flip-flops	2695	2695	50.8
multiplexers	2607	2607	25.2
AND/OR/NAND/NOR	2477	2477	6.97
buffers and inverters	1252	1619	3.78
XOR/XNOR	425	425	2.52
adder cells (fa/ha/maj)	21	21	0.178
other	1	67	0.00254
[worst max-delay path: stages]
cell and delay (ns):
buf_4 0.38, buf_4 0.54, mux4_2 0.61, inv_1 0.10, ha_1 0.25, nor2b_1 0.14
o21a_1 0.16, o21a_1 0.16, o21ai_1 0.61, mux4_2 0.42, nand2_1 0.10, nand2_1 0.10
ha_1 0.30, nor2b_1 0.14, o21a_1 0.16, o21a_1 0.16, o21ai_0 0.25, mux2_2 0.40
o21ai_0 0.24, mux2i_1 0.21, nor2_4 0.25, buf_4 0.53, buf_4 0.67, buf_4 0.70
buf_4 0.65, mux4_2 0.60, mux2i_1 0.45, clkdlybuf4s50_1 0.57
[power groups by stage]
stage	combinational, mW	clock, mW	sequential [mW]
6_report	0.276	0.947	1.00
4_1_cts	0.270	0.951	1.00
5_1_grt	0.290	0.984	1.00
[layout make-up]
type	instances	area, um2	share of cell area [%]
timing repair buffer	1055	9430	5.51
antenna	59	148	0.0862
multi-input combinational	8506	68300	39.9
clock buffer	408	8370	4.89
clock inverter	143	1710	0.997
tap	6475	8100	4.73
sequential	2695	75100	43.9
inverter	13	56.3	0.0329
[per-stage QoR]
step / worst slack (ns) / utilization [%] / power [mW] / cells / hold slack [ns]
2_1_floorplan: 66.85 / - / 1.18 / 12500 / 0.456
3_3_place_gp: 63.47 / 32.8 / 1.29 / 18700 / 0.466
3_5_place_dp: 63.49 / 32.8 / 1.29 / 18700 / 0.473
4_1_cts: 63.45 / 34.9 / 2.22 / 19300 / 0.480
5_1_grt: 63.10 / 34.9 / 2.28 / 19300 / 0.496
6_report: 63.64 / 34.9 / 2.23 / 19400 / 0.481
No activity file was given, so power comes from the tool's default toggle rates.
